## design.v

```verilog
module DWT_Haar_inv
#(parameter WIDTH 	= 20,							 
			HEIGHT 	= 30,								 
			BMP_HEADER_NUM = 54							 
)
(
	input HCLK,												 
	input HRESETn,											 
	input hsync,											 
    input signed [9:0]  DATA_R_cA,						 
    input signed [9:0]  DATA_G_cA,						 
    input signed [9:0]  DATA_B_cA,						 
    input signed [9:0]  DATA_R_cH,						 
    input signed [9:0]  DATA_G_cH,						 
    input signed [9:0]  DATA_B_cH,						 
	input signed [9:0]  DATA_R_cV,						 
    input signed [9:0]  DATA_G_cV,						 
    input signed [9:0]  DATA_B_cV,						 
    input signed [9:0]  DATA_R_cD,						 
    input signed [9:0]  DATA_G_cD,						 
    input signed [9:0]  DATA_B_cD,						 
	output 	reg	 ctrl_data_Done,
	output reg signed [8:0]  DATA_R_L0,
	output reg signed [8:0]  DATA_G_L0,
	output reg signed [8:0]  DATA_B_L0,
	output reg signed [8:0]  DATA_R_L1,
	output reg signed [8:0]  DATA_G_L1,
	output reg signed [8:0]  DATA_B_L1,
	output reg signed [8:0]  DATA_R_H0,
	output reg signed [8:0]  DATA_G_H0,
	output reg signed [8:0]  DATA_B_H0,
	output reg signed [8:0]  DATA_R_H1,
	output reg signed [8:0]  DATA_G_H1,
	output reg signed [8:0]  DATA_B_H1
);	
reg signed [18:0] data_count;									 
wire done;													 
parameter Width = WIDTH/2; 
parameter Height = HEIGHT/2; 
always@(*) begin
			DATA_R_L0 = 0;
			DATA_G_L0 = 0;
			DATA_B_L0 = 0;
			DATA_R_L1 = 0;
			DATA_G_L1 = 0;
			DATA_B_L1 = 0;
			DATA_R_H0 = 0;
			DATA_G_H0 = 0;
			DATA_B_H0 = 0;
			DATA_R_H1 = 0;
			DATA_G_H1 = 0;
			DATA_B_H1 = 0;
        if(hsync) begin
			DATA_R_L0 = (DATA_R_cA + DATA_R_cH) >> 1;
			DATA_G_L0 = (DATA_G_cA + DATA_G_cH) >> 1;
			DATA_B_L0 = (DATA_B_cA + DATA_B_cH) >> 1;
            DATA_R_L1 = (DATA_R_cA - DATA_R_cH) >> 1;
			DATA_G_L1 = (DATA_G_cA - DATA_G_cH) >> 1;
			DATA_B_L1 = (DATA_B_cA - DATA_B_cH) >> 1;
			DATA_R_H0 = (DATA_R_cV + DATA_R_cD) >> 1;
			DATA_G_H0 = (DATA_G_cV + DATA_G_cD) >> 1;
			DATA_B_H0 = (DATA_B_cV + DATA_B_cD) >> 1;
			DATA_R_H1 = (DATA_R_cV - DATA_R_cD) >> 1;
			DATA_G_H1 = (DATA_G_cV - DATA_G_cD) >> 1;
			DATA_B_H1 = (DATA_B_cV - DATA_B_cD) >> 1;
        end
    end
always@(posedge HCLK, negedge HRESETn)
begin
    if(~HRESETn) begin
        data_count <= 0;
    end
    else if(data_count < (Width*HEIGHT/2)) begin
        if(hsync)
			data_count <= data_count + 1;  
    end
end
assign done = (data_count == (Width*HEIGHT/2))? 1'b1: 1'b0;  
always@(posedge HCLK, negedge HRESETn)
begin
    if(~HRESETn) begin
        ctrl_data_Done <= 0;
    end
    else begin
		ctrl_data_Done <= done;
    end
end
endmodule
```

## run.sh

```bash
#!/bin/bash
# OpenROAD 26Q1-2900-gdf79404cd8, Yosys 0.63+post, stock flow scripts
make -C /OpenROAD-flow-scripts/flow DESIGN_CONFIG=/design/flow/config.mk WORK_HOME=/design/flow/orfs finish
```

## config.mk

```make
export PLATFORM = sky130hd
export DESIGN_NAME = DWT_Haar_inv
export DESIGN_NICKNAME = DWT_Haar_inv
export VERILOG_FILES = /design/flow/design.v
export SDC_FILE = /design/flow/constraint.sdc
export NUM_CORES = 4
export LEC_CHECK = 1
export CORE_UTILIZATION = 30
```

## constraint.sdc

```tcl
current_design DWT_Haar_inv

set clk_period 8.0
set clk_io_pct 0.2

create_clock -name clk0 -period $clk_period [get_ports {HCLK}]

set non_clock_inputs [all_inputs -no_clocks]
set_input_delay [expr $clk_period * $clk_io_pct] -clock clk0 $non_clock_inputs
set_output_delay [expr $clk_period * $clk_io_pct] -clock clk0 [all_outputs]
```

==> job_summary.md <==
## Implementation flow summary

| Metric | Value |
|---|---|
| DRT Wirelength | `18400 um` |
| Fp util | `30.5%` |
| GPL Wtd Cong | `0.905` |
| Register area share after synthesis | `approximately 8%` |
| Post-CTS setup buffers | `0` |
| Hold Crit Start | `data_count[17]` |
| Reg-to-reg startpoint | `data_count[3]` |
| Worst-case clock buffer depth | `2` |
| Mux frac, synth | `roughly 5.8%` |
| YS chip area | `0.00618 mm2` |
| Leakage | `around 0.004 uW` |
| # Cells Yosys | `just under 900` |
| Clk latency late pin | `0.25 ns` |
| Sink Count | `20` |
| Finished Core Util | `43.3%` |
| DRC Markers | `0` |
| First-pass GRT wire length | `29600 um` |
| Vias | `between 6000 and 7000` |
| Seq cells post-synth | `20` |
| Most frequent CP cell | `clkdlybuf4s50_1` |
| Final min period | `between 5 and 6 ns` |
| Num CTS Buffers | `3` |
| Xor/xnor share | `a little over 9%` |
| Final hold violation count | `0` |
| CP bufs+invs | `3` |
| Dpl hpwl | `15100 um` |
| Tool warning count | `74` |
| Synth warn | `1` |
| Slew headroom | `56.9%` |
| Setup violators final | `0` |
| Initial antenna violation count | `2` |
| Fmax | `169 MHz` |
| Vias/cell | `4.74` |
| Asr flop ratio synth | `100%` |
| Synth Area in Simple Gates | `24.9%` |
| Setup_tns | `0 ns` |
| Slowest CP cell | `clkdlybuf4s50_1` |
| CP Capture Type | `output pin` |
| Post-synth EDFFs | `0` |
| Worst Setup Start Kind | `input pin` |
| RSZ-0062 raised after global routing | `false` |
| Crit path max-delay family | `buffers and inverters` |
| WHS Endpoint | `data_count[17]` |
| Avg Cell Area, Syn | `7.13 um2` |
| Synthesized instance count | `866` |
| Port Buf Inserts | `about 230` |
| CP Cell Sequence | `clkdlybuf4s50_1 > inv_1 > ha_1 > nor4bb_1 > o311ai_1 > nand2_1 > a221oi_1 > mux2i_1 > clkdlybuf4s50_1` |
| Worst EP arrival | `4.32 ns` |
| Die Size | `about 0.021 mm2` |
| Top cell types by occurrence after synthesis | `107 x nor2_1, 98 x ha_1, 93 x inv_1, 66 x a21oi_1, 51 x nand2_1` |
| Clock root cell | `clkbuf_16` |
| Clock Pin Slew Worst Setup and Hold Paths | `0.05 ns` |
| Yosys aoi share | `19.8%` |
| Post-synth cell types | `46` |
| Resized Gates After CTS | `0` |
| Post-synth area hogs | `ha_1 20%, dfrtp_1 8.1%, nor2_1 6.5%` |
| H-tree levels | `1` |
| Layout area overhead | `41.9%` |
| Fa+ha+maj area frac | `23.7%` |
| Most common cell in the netlist | `nor2_1` |
| # fillers | `2024` |
| Largest net degree at the start of global routing | `approximately 45` |
| Largest stage delay, worst path | `0.49 ns` |
| Maximum VDD drop | `0.0000567 V` |
| Cell taking the most area after synthesis | `ha_1` |
| Post-layout period usage | `approximately 74%` |
| Critical Path RT | `6.40 ns` |
| Critical path peak fanout | `8` |
| Worst setup path class | `input pin to output pin` |
| Status | `complete, no violations` |
| Gr usage total | `17.2%` |
| Pwr Density | `87.9 mW/mm2` |
| Worst Reg-to-Reg Cells | `5` |
| Vias in the first global route | `5909` |
| Row count | `52` |
| Skew final | `0.00176 ns` |
| Core ar. | `0.0202 mm2` |
| Initial DRC Count | `216` |
| CTS tree | `built` |
| Worst Tran Pin Value | `0.646 ns` |
| Synth top area share | `19.8%` |
| Max-Cap Viols | `0` |
| Main logic family | `simple AND/OR/NAND/NOR gates` |
| Drt first pass iters | `4` |
| Post-route antenna net violation count | `0` |
| Share of cells above drive strength 1 | `about 2.8%` |
| Cell area after synthesis | `0.00618 mm2` |
| Worst R2R End | `data_count[17]` |
| Routed len/inst | `13.8 um` |
| Hold crit path type | `register to register` |
| Die Width | `146 um` |
| Hold_buf cts | `0` |
| Most common reg cell | `dfrtp_1` |
| I/O Pins | `232` |
| Hold Path Stages | `1` |
| R2R setup slack | `6.05 ns` |
| Die H | `between 100 and 150 um` |
| GRT overflow | `0` |
| Pins Over Slew Limit | `0` |
==> worst max-delay path by stage <==
| stage | startpoint | end | slack (ns) | cells after the start |
|---|---|---|---|---|
| CTS | DATA_R_cH[2] | DATA_R_L0[8] | 2.04 | 9 |
| global route | DATA_R_cH[2] | DATA_R_L0[8] | 1.83 | 9 |
| finish | DATA_R_cH[2] | DATA_R_L0[8] | 2.08 | 9 |
==> worst register-to-register path: cells and delay by family (launching register included) <==
family | cells | cell delay [ns]
AOI/OAI and AO/OA | 3 | 0.82
DFF | 1 | 0.45
and+or+nand+nor | 1 | 0.44
xor gates and xnor gates | 1 | 0.17
==> metrics by stage <==
step / setup slack [ns] / area (um2) / instances / total power (uW) / hold WS, ns
after floorplan: 3.33 / 6180 / 866 / 390 / 0.464
after global placement: 2.05 / 8670 / 1329 / 664 / 0.496
after detailed placement: 2.05 / 8670 / 1329 / 662 / 0.498
after CTS: 2.04 / 8760 / 1333 / 780 / 0.503
after global routing: 1.83 / 8760 / 1333 / 841 / 0.519
final: 2.08 / 8770 / 1335 / 771 / 0.502
==> cell type report <==
type	count	area [um2]	share of cell area, %
Clock buffer	4	88.8	1.01
Antenna cell	2	5.00	0.0571
Tap cell	270	338	3.85
Timing Repair Buffer	234	2330	26.6
Sequential cell	20	500	5.71
Inverter	93	349	3.98
Multi-Input combinational cell	712	5160	58.8
==> metal layers <==
layer  vias up  share of wire, %  track usage (%)
met5         -             0.049                0
met4         2              0.53             1.00
met3         8               7.1             3.52
met2       154                47             28.8
met1      2821                46             24.1
li1       3338                 -                -
==> layout by cell type (no fill, tap or decap), types with 15 or more instances in the layout <==
cell	count
xnor2_1	41
inv_1	92
nor3_1	30
o21ai_0	40
nand3_1	15
clkdlybuf4s50_1	230
o21bai_1	19
xor2_1	24
a21oi_1	66
ha_1	98
nor2_1	107
nor2b_1	36
nand2_1	51
dfrtp_1	20
mux2i_1	36
==> flip-flops by register name, indices dropped and copies added, names as in the netlist <==
signal	flops
ctrl_data_Done	1
data_count	19
==> power breakdown <==
| group | leakage, uW | total [uW] | internal (uW) | switching (uW) |
|---|---|---|---|---|
| sequential | 0.000264 | 102 | 102 | 0.648 |
| clock | 0.0000442 | 112 | 76.1 | 35.5 |
| combinational | 0.00371 | 557 | 315 | 242 |
| total | 0.00401 | 771 | 493 | 278 |
==> cell families after synthesis <==
group	count (synthesis)
and+or+nand+nor	308
AOI/OAI and AO/OA	193
buffers and inverters	134
adders and majority gates	110
xor gates and xnor gates	65
muxes	36
DFF	20
Power figures rest on the tool's default switching activity, not on a simulated workload.
